File: /design/flow/design.v
`timescale 1ns / 1ps
module ADS1278(
    input wire clk,             
    input wire [12:0] half_period,    
    input wire enable,          
    input wire start,           
    output reg done,            
    input wire reset,           
    output reg SYNC,            
    input wire MISO,            
    output wire SCLK,            
    input wire DRDY,            
    output reg nPWRDN,           
    output reg [23:0] ADC_0,    
    output reg [23:0] ADC_1,    
    output reg [23:0] ADC_2,    
    output reg [23:0] ADC_3,    
    output reg [23:0] ADC_4,    
    output reg [23:0] ADC_5,    
    output reg [23:0] ADC_6,    
    output reg [23:0] ADC_7,     
    input wire [15:0] SYNC_low_reg,  
    output reg [31:0] t_sync_to_drdy  
    );
    wire clk_SPI;        
    reg clk_SPI_reg;                
    reg [7:0] bit_counter;       
    reg [191:0] shift_reg;       
    reg [2:0] state;             
    reg scl_enable;              
    reg [31:0] timeout;          
    reg [31:0] counter;
    reg state_clk;
    reg clk_SPI_pos;
    reg clk_SPI_neg;
    reg [12:0] counter2;
    reg [6:0] counter3;
    assign clk_SPI = clk_SPI_reg;
    reg enable_clk_spi;
    reg SCLK_reg;
    reg [15:0] counter4;
    assign SCLK = SCLK_reg;
    localparam IDLE      = 3'd0;
    localparam SYNC_LOW  = 3'd1;
    localparam SYNC_HIGH = 3'd2;
    localparam READ_DATA = 3'd3;
    localparam DONE      = 3'd4;
    localparam DRDY_ST   = 3'd5;
    localparam SCLK_EN   = 3'd6;
    localparam P_WAIT    = 3'd7;
    initial begin
        SYNC            <= 1'b1;
        done            <= 1'b1;
        bit_counter     <= 8'd0;
        scl_enable      <= 1'b0;
        shift_reg       <= 192'd0;
        ADC_0           <= 24'd0;
        ADC_1           <= 24'd0;
        ADC_2           <= 24'd0;
        ADC_3           <= 24'd0;
        ADC_4           <= 24'd0;
        ADC_5           <= 24'd0;
        ADC_6           <= 24'd0;
        ADC_7           <= 24'd0;
        state           <= IDLE;
        counter         <= 32'd0;
        counter2        <= 13'd0;
        counter3        <= 7'd0;
        counter4        <= 16'd0;
        timeout         <= 32'd100000000;
        state_clk       <= 1'b0;
        clk_SPI_pos     <= 1'b0;
        clk_SPI_neg     <= 1'b0;
        clk_SPI_reg     <= 1'b0;
        enable_clk_spi  <= 1'b1;
        t_sync_to_drdy  <= 32'd0;
        SCLK_reg        <= 1'b0;
        nPWRDN          <= 1'b0;
    end
    always @(posedge clk) begin
        case(state_clk)
            0:begin
                clk_SPI_neg     <= 1'b0;
                if(counter2<half_period)begin
                    counter2         <= counter2 + 13'd1;
                end
                else begin
                    if(enable_clk_spi)begin 
                        clk_SPI_reg     <= 1'b1;
                        clk_SPI_pos     <= 1'b1;
                        counter2        <= 13'd0;
                        state_clk       <= 1;
                        if(scl_enable)begin
                            SCLK_reg    <= ~clk_SPI_reg;
                        end
                        else begin
                            SCLK_reg    <= 1'b0;
                        end
                    end
                end
            end
            1:begin
                clk_SPI_pos     <= 1'b0;
                if(counter2<half_period)begin
                    counter2         <= counter2 + 13'd1;
                end
                else begin
                    clk_SPI_reg     <= 1'b0;
                    clk_SPI_neg     <= 1'b1;
                    counter2        <= 13'd0;
                    state_clk       <= 0;
                    if(scl_enable)begin
                        SCLK_reg    <= ~clk_SPI_reg;
                    end
                    else begin
                        SCLK_reg    <= 1'b0;
                    end
                end
            end
        endcase
        if (reset) begin
            SYNC            <= 1'b1;
            done            <= 1'b1;
            bit_counter     <= 8'd0;
            scl_enable      <= 1'b0;
            enable_clk_spi  <= 1'b1;
            nPWRDN          <= 1'b0;
            counter         <= 32'd0;
            counter2        <= 13'd0;
            counter3        <= 7'd0;
            counter4        <= 16'd0;
            state           <= IDLE;
            state_clk       <= 1'b0;
        end else begin
            case (state)
                IDLE: begin
                    SYNC            <= 1'b1;
                    bit_counter     <= 8'd0;
                    scl_enable      <= 1'b0;
                    enable_clk_spi  <= 1'b1;
                    counter         <= 32'd0;
                    counter3        <= 7'd0;
                    counter4        <= 16'd0;
                    if (start && enable) begin
                        state           <= P_WAIT;  
                        nPWRDN          <= 1'b1;   
                        done            <= 1'b0;
                    end
                    else begin
                        nPWRDN          <= 1'b0;   
                    end
                end
                P_WAIT: begin
                    if (clk_SPI_pos) begin
                        if (counter < 32'd130) begin
                            counter <= counter + 32'd1;
                        end else begin
                            counter <= 32'd0;
                            state   <= SYNC_LOW;  
                        end
                    end
                end
                SYNC_LOW:begin 
                    if(clk_SPI_pos)begin
                        SYNC            <= 1'b0;
                        if(counter4<SYNC_low_reg)begin
                            counter4    <= counter4 + 16'd1;
                        end
                        else begin
                            state       <= SYNC_HIGH; 
                            counter4    <= 16'd0;
                        end
                    end
                end
                SYNC_HIGH: begin
                    if(clk_SPI_pos)begin 
                        SYNC                <= 1'b1;  
                        enable_clk_spi      <= 1'b0;
                        state               <= DRDY_ST;  
                    end
                end
                DRDY_ST: begin  
                    if (!DRDY) begin   
                        counter         <= 32'd0;
                        t_sync_to_drdy  <= counter;
                        state           <= SCLK_EN;
                    end
                    else begin
                        if(counter<timeout)begin 
                            counter     <= counter + 32'd1;
                        end
                        else begin
                            ADC_0       <= counter[23:0];
                            ADC_1       <= 24'd999;
                            ADC_2       <= 24'd999;
                            ADC_3       <= 24'd999;
                            ADC_4       <= 24'd999;
                            ADC_5       <= 24'd999;
                            ADC_6       <= 24'd999;
                            ADC_7       <= 24'd999;
                            counter     <= 32'd0;
                            enable_clk_spi      <= 1'b1;
                            nPWRDN              <= 1'b0;   
                            done        <= 1'b1;
                            state       <= IDLE;
                        end
                    end
                end
                SCLK_EN: begin
                    if(counter3<7'd94)begin 
                        counter3        <= counter3 + 7'd1;
                    end
                    else begin
                        counter3        <= 7'd0;
                        bit_counter     <= 8'd0;
                        enable_clk_spi  <= 1'b1;
                        scl_enable      <= 1'b1;
                        state <= READ_DATA;
                    end
                end
                READ_DATA: begin
                    if(clk_SPI_pos)begin
                        if (bit_counter < 8'd191) begin
                            bit_counter     <= bit_counter + 8'd1;
                        end else begin
                            bit_counter     <= 8'd0;   
                            scl_enable      <= 1'b0;
                            state           <= DONE;
                        end
                        shift_reg           <= {shift_reg[190:0], MISO};   
                    end
                end
                DONE: begin
                    if(clk_SPI_neg)begin
                        done <= 1'b1;    
                        nPWRDN <= 1'b0;  
                        ADC_0 <= shift_reg[191:168];
                        ADC_1 <= shift_reg[167:144];
                        ADC_2 <= shift_reg[143:120];
                        ADC_3 <= shift_reg[119:96];
                        ADC_4 <= shift_reg[95:72];
                        ADC_5 <= shift_reg[71:48];
                        ADC_6 <= shift_reg[47:24];
                        ADC_7 <= shift_reg[23:0];
                        state       <= IDLE;   
                        counter     <= 32'd0;
                    end
                end
                default: state <= IDLE;
            endcase
        end
    end
endmodule
File: /design/flow/run.sh
#!/bin/bash
# OpenROAD 26Q1-2900-gdf79404cd8, Yosys 0.63+post, stock flow scripts
make -C /OpenROAD-flow-scripts/flow DESIGN_CONFIG=/design/flow/config.mk WORK_HOME=/design/flow/orfs finish
File: /design/flow/config.mk
export PLATFORM = sky130hd
export DESIGN_NAME = ADS1278
export DESIGN_NICKNAME = ADS1278
export VERILOG_FILES = /design/flow/design.v
export SDC_FILE = /design/flow/constraint.sdc
export NUM_CORES = 4
export LEC_CHECK = 1
export CORE_UTILIZATION = 30
File: /design/flow/constraint.sdc
current_design ADS1278

set clk_period 21.0
set clk_io_pct 0.2

create_clock -name clk0 -period $clk_period [get_ports {clk}]

set non_clock_inputs [all_inputs -no_clocks]
set_input_delay [expr $clk_period * $clk_io_pct] -clock clk0 $non_clock_inputs
set_output_delay [expr $clk_period * $clk_io_pct] -clock clk0 [all_outputs]
==> flow_summary.toml <==
# generated from flow reports
[logic_synthesis]
top_cells_by_area = "edfxtp_1, dfxtp_1, and2_1"
numSynthFlops = 505
synth_area_sq_um = 19000
ff_type = "edfxtp_1"
synth_warnings = 1
postSynthSeqShare_pct = 75.4
edf_count = 420
avgSynthCellArea_sq_um = 15.0
postSynth.asyncResetShare_pct = 0
netlist.area_leader.share_pct = 66.4
synth_cells = 1265
yosysCellCount = 1265
synth_cell_types = 62
top_area_cell = "edfxtp_1"
ys_area_sq_um = 19000

[global_routing]
grt_pass1_wl_microns = 62200
grt_pass1_vias = 11000
track_usage_pct = 13.3
grt.overflow.total = 0
grt_antenna_before_repair = 2
grt_max_degree = 66

[power]
power_density_nw_per_um2 = 91.8
power.switching_uw = 531
seq_power_share_pct = 50.1
intPower_mw = 1.70
power_leakage_nw = 8.14
p_sw_share_pct = 23.8
p_comb_share_pct = 10.1
clkPwrFrac_pct = 39.8
total_power_mw = 2.23
ir_drop_mv = 0.0615

[placement]
gp_congestion = 0.857
post-dp-hpwl_microns = 26700
place_ws_ns = 13.60
io_buffer_count = 262

[final_timing]
fmax_mhz = 148
worstMarginPinSlew_ns = 0.800
slew_violations = 0
finalCritPeriodShare_pct = 32.2
fin_skew_ns = 0.0210
slew_headroom_pct = 46.7
tns_ns = 0
setup_viol = 0
hold_violations = 0
setup_slack_ns = 14.24
final.min_clock_period_ns = 6.76
grt_setup_unrepaired = "no"

[run]
maxCapViolCount = 0
warnings = 25

[hold_path]
hold_class = "reg -> reg"

[cts]
cts_made_buffers = 52
cts_root_buf = "clkbuf_16"
cts_tree = "done"
clock.latency.late_pin_ns = 0.59
hold_buffers = 0
cts_resized = 0
max-clock-path-buffers = 3
postCtsSetupBuffers = 0
clkTransAtPathRegs_ns = 0.06
cts_sinks = 505
ctsHtreeMaxLevel = 2

[worst_setup_path]
crit_path_cell_trace = "clkdlybuf4s50_1 -> nand2_1 -> nor2_1 -> a21oi_1 -> nor3_2 -> buf_4 -> buf_4 -> buf_4"
worstSetupPathType = "in -> reg"
end_kind = "flop"
cp.arrival_ns = 6.97
worst-path-max-fanout = 54
max_stage_delay_ns = 0.69
start_kind = "input port"
cpMostUsedCell = "buf_4"
worst_ep_required_time_ns = 21.22
cp_slowest_cell = "buf_4"

[finish]
final_common_cell = "edfxtp_1"
largest_reg_flops = 192
drive_above_1_share_pct = 8.24
final_cell_mix = "edfxtp_1, clkdlybuf4s50_1, and2_1"
syn_to_final_growth_pct = 27.8

[floorplan]
rows = 91
die_h_microns = 254
io_pins = 263
die-area_sq_um = 64300
fp_util_pct = 30.5
die_w_microns = 254
fp.coreArea_sq_um = 62200

[drt]
wl_microns = 40700
diodes = 0
wl_per_cell_microns = 16.8
ant_nets = 0
detail_route.vias_per_cell = 4.59
first_iter_violations = 616
num_vias = 11100
route.detailed.drc = 0
first_pass_iters = 5

[run_status]
status = "completed"
[final cells by class]
cell class | instances | area [sq um]
Clock buffer | 65 | 1370
Clock inverter | 24 | 260
Fill cell | 5674 | 37900
Inverter | 38 | 143
Tap cell | 837 | 1050
Sequential cell | 505 | 14300
Timing Repair Buffer | 280 | 2750
Multi-Input combinational cell | 677 | 4380
[Yosys cell counts (3+ instances only)]
| master | instances |
|---|---|
| o21a_1 | 3 |
| a21oi_1 | 39 |
| and3_1 | 19 |
| or3_1 | 60 |
| clkbuf_1 | 39 |
| a32o_1 | 3 |
| and4_1 | 6 |
| a21o_1 | 8 |
| nand4_1 | 15 |
| and2_1 | 117 |
| ha_1 | 32 |
| buf_2 | 4 |
| dfxtp_1 | 85 |
| edfxtp_1 | 420 |
| mux2_2 | 23 |
| or2_2 | 3 |
| a22o_1 | 3 |
| nand4b_1 | 3 |
| nand3_1 | 33 |
| a31oi_1 | 12 |
| xnor2_1 | 19 |
| nand3b_1 | 7 |
| nor4_1 | 9 |
| nor3b_1 | 5 |
| nand2_1 | 59 |
| inv_1 | 38 |
| nor2_1 | 78 |
| a211oi_1 | 4 |
| nor3_1 | 18 |
| nand2b_1 | 6 |
| o21ai_0 | 27 |
| nor2b_1 | 6 |
| xor2_1 | 20 |
[power groups by stage]
stage     clock [mW]  combinational, mW  sequential (mW)
4_1_cts        0.916              0.230             1.12
5_1_grt        0.953              0.252             1.12
6_report       0.887              0.225             1.12
[cell families after synthesis]
group / count (synthesis) / synth area share [%]
compound gates: 128 / 4.43
mux: 24 / 1.42
xor+xnor: 39 / 1.80
buf+inv: 83 / 1.67
simple gates: 454 / 13.2
flops: 505 / 75.4
fa+ha+maj: 32 / 2.11
[critical path, delay by kind of cell]
kind,cells,cell delay [ns]
AOI/OAI and AO/OA,1,0.07
and+or+nand+nor,3,0.36
buffers and inverters,4,2.22
[final timing paths]
check                      startpoint                 endpoint  slack [ns]  cells past startpoint
max                              DRDY   ADC_7[3]$_SDFFCE_PN0P_       14.24                      8
min           shift_reg[72]$_DFFE_PP_  shift_reg[73]$_DFFE_PP_        0.43                      0
max reg2reg  counter[20]$_SDFFE_PP0P_   ADC_7[3]$_SDFFCE_PN0P_       17.14                      9
min reg2reg   shift_reg[72]$_DFFE_PP_  shift_reg[73]$_DFFE_PP_        0.43                      0
[per-stage QoR]
| stage | util, % | cells | cell area, sq um | hold WS (ns) |
|---|---|---|---|---|
| after floorplan | - | 1265 | 19000 | 0.417 |
| after global placement | 36.4 | 2337 | 22600 | 0.422 |
| after detailed placement | 36.4 | 2337 | 22600 | 0.423 |
| after CTS | 39.0 | 2426 | 24300 | 0.438 |
| after global routing | 39.0 | 2426 | 24300 | 0.447 |
| final | 39.0 | 2426 | 24300 | 0.435 |
[metal layers]
layer,global-route usage (%),vias to the layer above,wire (microns)
li1,-,5292,-
met1,19.0,5353,17100
met2,19.7,423,18500
met3,5.80,71,4180
met4,2.79,0,974
met5,0,-,0
