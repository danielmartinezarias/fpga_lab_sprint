<file path="./config.mk">
export PLATFORM = sky130hd
export DESIGN_NAME = ALU_TimeTagger
export DESIGN_NICKNAME = ALU_TimeTagger
export VERILOG_FILES = /design/flow/design.v
export SDC_FILE = /design/flow/constraint.sdc
export NUM_CORES = 4
export LEC_CHECK = 1
export CORE_AREA = 10 10 525 525
export DIE_AREA = 0 0 535 535
</file>
<file path="./constraint.sdc">
current_design ALU_TimeTagger

set clk_period 11.0
set clk_io_pct 0.2

create_clock -name clk0 -period $clk_period [get_ports {clk}]

set non_clock_inputs [all_inputs -no_clocks]
set_input_delay [expr $clk_period * $clk_io_pct] -clock clk0 $non_clock_inputs
set_output_delay [expr $clk_period * $clk_io_pct] -clock clk0 [all_outputs]
</file>
<file path="./run.sh">
#!/bin/bash
# OpenROAD 26Q1-2900-gdf79404cd8, Yosys 0.63+post, stock flow scripts
make -C /OpenROAD-flow-scripts/flow DESIGN_CONFIG=/design/flow/config.mk WORK_HOME=/design/flow/orfs finish
</file>
<file path="./design.v">
`timescale 1ns / 1ps
module ALU_TimeTagger(
    input clk,
    input reset,
    input [5:0] dets,
    input ALU,
    input [23:0] CoinWindow,
    input [23:0] t0,t1,t2,t3,t4,t5,
    output reg [31:0] dontcareC,
    output reg [31:0] C_0,C_1,C_2,C_3,C_4,C_5,
    output reg [31:0] CC_01,CC_02,CC_03,CC_04,CC_05,
    output reg [31:0] CC_12,CC_13,CC_14,CC_15,
    output reg [31:0] CC_23,CC_24,CC_25,
    output reg [31:0] CC_34,CC_35,
    output reg [31:0] CC_45
    );
    reg [2:0] FSM;
    reg [23:0] tA,tB;
    reg coincidence;
    initial begin
        FSM             <= 3'd0;
        tA              <= 24'd0;
        tB              <= 24'd0;
        coincidence     <= 1'b0;
        dontcareC       <= 32'd0;
        C_0             <= 32'd0; 
        C_1             <= 32'd0;
        C_2             <= 32'd0;
        C_3             <= 32'd0;
        C_4             <= 32'd0;
        C_5             <= 32'd0;
        CC_01           <= 32'd0;
        CC_02           <= 32'd0;
        CC_03           <= 32'd0;
        CC_04           <= 32'd0;
        CC_05           <= 32'd0;
        CC_12           <= 32'd0;
        CC_13           <= 32'd0;
        CC_14           <= 32'd0;
        CC_15           <= 32'd0;
        CC_23           <= 32'd0;
        CC_24           <= 32'd0;
        CC_25           <= 32'd0;
        CC_34           <= 32'd0;
        CC_35           <= 32'd0;
        CC_45           <= 32'd0;
    end
    always@(posedge clk)begin
        if(reset)begin
            FSM     <= 4;
        end
        else begin
            case(FSM)
                0:begin 
                    if(ALU)begin
                        case(dets)
                            6'b000011:begin tA <= t0; tB <= t1; FSM <= 1;end
                            6'b000101:begin tA <= t0; tB <= t2; FSM <= 1;end
                            6'b001001:begin tA <= t0; tB <= t3; FSM <= 1;end
                            6'b010001:begin tA <= t0; tB <= t4; FSM <= 1;end
                            6'b100001:begin tA <= t0; tB <= t5; FSM <= 1;end
                            6'b000110:begin tA <= t1; tB <= t2; FSM <= 1;end
                            6'b001010:begin tA <= t1; tB <= t3; FSM <= 1;end
                            6'b010010:begin tA <= t1; tB <= t4; FSM <= 1;end
                            6'b100010:begin tA <= t1; tB <= t5; FSM <= 1;end
                            6'b001100:begin tA <= t2; tB <= t3; FSM <= 1;end
                            6'b010100:begin tA <= t2; tB <= t4; FSM <= 1;end
                            6'b100100:begin tA <= t2; tB <= t5; FSM <= 1;end
                            6'b011000:begin tA <= t3; tB <= t4; FSM <= 1;end
                            6'b101000:begin tA <= t3; tB <= t5; FSM <= 1;end
                            6'b110000:begin tA <= t4; tB <= t5; FSM <= 1;end
                            default:begin FSM <= 3; end
                        endcase
                    end
                end
                1:begin
                    if(tA<tB)begin 
                        tA <= tB; 
                        tB <= tA; 
                    end
                    FSM             <= 2;
                end
                2:begin
                        if((tA-tB)<=CoinWindow)begin
                             coincidence <= 1'b1;
                        end 
                        else begin
                            coincidence <= 1'b0;
                        end
                            FSM         <= 3;
                end
                3:begin
                    case(dets)
                        6'b000001:begin C_0 <= C_0 + 32'd1; end
                        6'b000010:begin C_1 <= C_1 + 32'd1; end
                        6'b000100:begin C_2 <= C_2 + 32'd1; end
                        6'b001000:begin C_3 <= C_3 + 32'd1; end
                        6'b010000:begin C_4 <= C_4 + 32'd1; end
                        6'b100000:begin C_5 <= C_5 + 32'd1; end
                        6'b000011:begin CC_01 <= CC_01 + coincidence; C_0 <= C_0 + 32'd1 ; C_1 <= C_1 + 32'd1 ; end
                        6'b000101:begin CC_02 <= CC_02 + coincidence; C_0 <= C_0 + 32'd1 ; C_2 <= C_2 + 32'd1 ; end
                        6'b001001:begin CC_03 <= CC_03 + coincidence; C_0 <= C_0 + 32'd1 ; C_3 <= C_3 + 32'd1 ; end
                        6'b010001:begin CC_04 <= CC_04 + coincidence; C_0 <= C_0 + 32'd1 ; C_4 <= C_4 + 32'd1 ; end
                        6'b100001:begin CC_05 <= CC_05 + coincidence; C_0 <= C_0 + 32'd1 ; C_5 <= C_5 + 32'd1 ; end
                        6'b000110:begin CC_12 <= CC_12 + coincidence; C_1 <= C_1 + 32'd1 ; C_2 <= C_2 + 32'd1 ; end
                        6'b001010:begin CC_13 <= CC_13 + coincidence; C_1 <= C_1 + 32'd1 ; C_3 <= C_3 + 32'd1 ; end
                        6'b010010:begin CC_14 <= CC_14 + coincidence; C_1 <= C_1 + 32'd1 ; C_4 <= C_4 + 32'd1 ; end
                        6'b100010:begin CC_15 <= CC_15 + coincidence; C_1 <= C_1 + 32'd1 ; C_5 <= C_5 + 32'd1 ; end
                        6'b001100:begin CC_23 <= CC_23 + coincidence; C_2 <= C_2 + 32'd1 ; C_3 <= C_3 + 32'd1 ; end
                        6'b010100:begin CC_24 <= CC_24 + coincidence; C_2 <= C_2 + 32'd1 ; C_4 <= C_4 + 32'd1 ; end
                        6'b100100:begin CC_25 <= CC_25 + coincidence; C_2 <= C_2 + 32'd1 ; C_5 <= C_5 + 32'd1 ; end
                        6'b011000:begin CC_34 <= CC_34 + coincidence; C_3 <= C_3 + 32'd1 ; C_4 <= C_4 + 32'd1 ; end
                        6'b101000:begin CC_35 <= CC_35 + coincidence; C_3 <= C_3 + 32'd1 ; C_5 <= C_5 + 32'd1 ; end
                        6'b110000:begin CC_45 <= CC_45 + coincidence; C_4 <= C_4 + 32'd1 ; C_5 <= C_5 + 32'd1 ; end
                        6'b000111:begin C_2 <= C_2 + 32'd1; C_1 <= C_1 + 32'd1; C_0 <= C_0 + 32'd1; end
                        6'b001011:begin C_3 <= C_3 + 32'd1; C_1 <= C_1 + 32'd1; C_0 <= C_0 + 32'd1; end
                        6'b010011:begin C_4 <= C_4 + 32'd1; C_1 <= C_1 + 32'd1; C_0 <= C_0 + 32'd1; end
                        6'b100011:begin C_5 <= C_5 + 32'd1; C_1 <= C_1 + 32'd1; C_0 <= C_0 + 32'd1; end
                        6'b001101:begin C_3 <= C_3 + 32'd1; C_2 <= C_2 + 32'd1; C_0 <= C_0 + 32'd1; end
                        6'b010101:begin C_4 <= C_4 + 32'd1; C_2 <= C_2 + 32'd1; C_0 <= C_0 + 32'd1; end
                        6'b100101:begin C_5 <= C_5 + 32'd1; C_2 <= C_2 + 32'd1; C_0 <= C_0 + 32'd1; end
                        6'b011001:begin C_4 <= C_4 + 32'd1; C_3 <= C_3 + 32'd1; C_0 <= C_0 + 32'd1; end
                        6'b101001:begin C_5 <= C_5 + 32'd1; C_3 <= C_3 + 32'd1; C_0 <= C_0 + 32'd1; end
                        6'b110001:begin C_5 <= C_5 + 32'd1; C_4 <= C_4 + 32'd1; C_0 <= C_0 + 32'd1; end
                        6'b001110:begin C_3 <= C_3 + 32'd1; C_2 <= C_2 + 32'd1; C_1 <= C_1 + 32'd1; end
                        6'b010110:begin C_4 <= C_4 + 32'd1; C_2 <= C_2 + 32'd1; C_1 <= C_1 + 32'd1; end
                        6'b100110:begin C_5 <= C_5 + 32'd1; C_2 <= C_2 + 32'd1; C_1 <= C_1 + 32'd1; end
                        6'b011010:begin C_4 <= C_4 + 32'd1; C_3 <= C_3 + 32'd1; C_1 <= C_1 + 32'd1; end
                        6'b101010:begin C_5 <= C_5 + 32'd1; C_3 <= C_3 + 32'd1; C_1 <= C_1 + 32'd1; end
                        6'b110010:begin C_5 <= C_5 + 32'd1; C_4 <= C_4 + 32'd1; C_1 <= C_1 + 32'd1; end
                        6'b011100:begin C_4 <= C_4 + 32'd1; C_3 <= C_3 + 32'd1; C_2 <= C_2 + 32'd1; end                        
                        6'b101100:begin C_5 <= C_5 + 32'd1; C_3 <= C_3 + 32'd1; C_2 <= C_2 + 32'd1; end
                        6'b110100:begin C_5 <= C_5 + 32'd1; C_4 <= C_4 + 32'd1; C_2 <= C_2 + 32'd1; end
                        6'b111000:begin C_5 <= C_5 + 32'd1; C_4 <= C_4 + 32'd1; C_3 <= C_3 + 32'd1; end
                        6'b001111:begin C_3 <= C_3 + 32'd1; C_2 <= C_2 + 32'd1; C_1 <= C_1 + 32'd1; C_0 <= C_0 + 32'd1; end
                        6'b010111:begin C_4 <= C_4 + 32'd1; C_2 <= C_2 + 32'd1; C_1 <= C_1 + 32'd1; C_0 <= C_0 + 32'd1; end
                        6'b011011:begin C_4 <= C_4 + 32'd1; C_3 <= C_3 + 32'd1; C_1 <= C_1 + 32'd1; C_0 <= C_0 + 32'd1; end
                        6'b011101:begin C_4 <= C_4 + 32'd1; C_3 <= C_3 + 32'd1; C_2 <= C_2 + 32'd1; C_0 <= C_0 + 32'd1; end
                        6'b011110:begin C_4 <= C_4 + 32'd1; C_3 <= C_3 + 32'd1; C_2 <= C_2 + 32'd1; C_1 <= C_1 + 32'd1; end
                        6'b100111:begin C_5 <= C_5 + 32'd1; C_2 <= C_2 + 32'd1; C_1 <= C_1 + 32'd1; C_0 <= C_0 + 32'd1; end
                        6'b101011:begin C_5 <= C_5 + 32'd1; C_3 <= C_3 + 32'd1; C_1 <= C_1 + 32'd1; C_0 <= C_0 + 32'd1; end
                        6'b101101:begin C_5 <= C_5 + 32'd1; C_3 <= C_3 + 32'd1; C_2 <= C_2 + 32'd1; C_0 <= C_0 + 32'd1; end
                        6'b101110:begin C_5 <= C_5 + 32'd1; C_3 <= C_3 + 32'd1; C_2 <= C_2 + 32'd1; C_1 <= C_1 + 32'd1; end
                        6'b110011:begin C_5 <= C_5 + 32'd1; C_4 <= C_4 + 32'd1; C_1 <= C_1 + 32'd1; C_0 <= C_0 + 32'd1; end
                        6'b110101:begin C_5 <= C_5 + 32'd1; C_4 <= C_4 + 32'd1; C_2 <= C_2 + 32'd1; C_0 <= C_0 + 32'd1; end
                        6'b110110:begin C_5 <= C_5 + 32'd1; C_4 <= C_4 + 32'd1; C_2 <= C_2 + 32'd1; C_1 <= C_1 + 32'd1; end
                        6'b111001:begin C_5 <= C_5 + 32'd1; C_4 <= C_4 + 32'd1; C_3 <= C_3 + 32'd1; C_0 <= C_0 + 32'd1; end
                        6'b111010:begin C_5 <= C_5 + 32'd1; C_4 <= C_4 + 32'd1; C_3 <= C_3 + 32'd1; C_1 <= C_1 + 32'd1; end
                        6'b111100:begin C_5 <= C_5 + 32'd1; C_4 <= C_4 + 32'd1; C_3 <= C_3 + 32'd1; C_2 <= C_2 + 32'd1; end
                        6'b011111:begin C_4 <= C_4 + 32'd1; C_3 <= C_3 + 32'd1; C_2 <= C_2 + 32'd1; C_1 <= C_1 + 32'd1; C_0 <= C_0 + 32'd1; end
                        6'b101111:begin C_5 <= C_5 + 32'd1; C_3 <= C_3 + 32'd1; C_2 <= C_2 + 32'd1; C_1 <= C_1 + 32'd1; C_0 <= C_0 + 32'd1; end
                        6'b110111:begin C_5 <= C_5 + 32'd1; C_4 <= C_4 + 32'd1; C_2 <= C_2 + 32'd1; C_1 <= C_1 + 32'd1; C_0 <= C_0 + 32'd1; end
                        6'b111011:begin C_5 <= C_5 + 32'd1; C_4 <= C_4 + 32'd1; C_3 <= C_3 + 32'd1; C_1 <= C_1 + 32'd1; C_0 <= C_0 + 32'd1; end
                        6'b111101:begin C_5 <= C_5 + 32'd1; C_4 <= C_4 + 32'd1; C_3 <= C_3 + 32'd1; C_2 <= C_2 + 32'd1; C_0 <= C_0 + 32'd1; end
                        6'b111110:begin C_5 <= C_5 + 32'd1; C_4 <= C_4 + 32'd1; C_3 <= C_3 + 32'd1; C_2 <= C_2 + 32'd1; C_1 <= C_1 + 32'd1; end
                        6'b111111:begin C_5 <= C_5 + 32'd1; C_4 <= C_4 + 32'd1; C_3 <= C_3 + 32'd1; C_2 <= C_2 + 32'd1; C_1 <= C_1 + 32'd1; C_0 <= C_0 + 32'd1;end
                        default:begin dontcareC <= dontcareC + 32'd1; end
                    endcase
                    coincidence <= 1'b0;
                    FSM         <= 0;
                end
                4:begin
                    FSM             <= 3'd0;
                    tA              <= 24'd0;
                    tB              <= 24'd0;
                    coincidence     <= 1'b0;
                    dontcareC       <= 32'd0;
                    C_0             <= 32'd0; 
                    C_1             <= 32'd0;
                    C_2             <= 32'd0;
                    C_3             <= 32'd0;
                    C_4             <= 32'd0;
                    C_5             <= 32'd0;
                    CC_01           <= 32'd0;
                    CC_02           <= 32'd0;
                    CC_03           <= 32'd0;
                    CC_04           <= 32'd0;
                    CC_05           <= 32'd0;
                    CC_12           <= 32'd0;
                    CC_13           <= 32'd0;
                    CC_14           <= 32'd0;
                    CC_15           <= 32'd0;
                    CC_23           <= 32'd0;
                    CC_24           <= 32'd0;
                    CC_25           <= 32'd0;
                    CC_34           <= 32'd0;
                    CC_35           <= 32'd0;
                    CC_45           <= 32'd0;
                end
            endcase
        end 
    end
endmodule
</file>
==> reports/metrics.cfg <==
[job]
maxCapViolations = 0
log.warning_count = 28

[timing]
rsz0062_at_grt = no
tightestPinTransition_ns = 0.895
hold_viol_final = 0
fmax_mhz = 181
maxSlewViolCount = 0
period_needed_ns = 5.53
worst_hold_slack_ns = 0.585
max_slew_margin = 0.403
fin_worst_skew_ns = 0.0488
final-setup-viol-count = 0
fin_crit_sh = 0.502
fin_tns_setup_ns = 0

[floorplan]
die_w_um = 535
fp.coreArea_mm2 = 0.265
die_y_um = 535
rows = 189
initCoreUtil = 0.160
die_area_mm2 = 0.286
num_io_pins = 881

[critical_path]
cpMaxStageDelayCell = clkdlybuf4s50_1
endpoint_kind = flop
path_max_fanout = 25
cp-startpoint = dets[2]
cp_cell_sequence = clkdlybuf4s50_1 > nor2b_1 > nand3_1 > nand4_2 > or4_4 > nand3_4 > a21oi_1 > a221o_1
critPathArrivalTime_ns = 5.98
r2r_end = coincidence$_SDFFCE_PP0P_
cp_slowest_stage_delay_ns = 0.98
crit_required_ns = 11.45
r2r_slack_ns = 6.86
path_class = in2reg
r2r-start = tB[0]$_DFFE_PP_
critPathLaunchType = input port
ff2ff_path_depth = 15

[yosys]
common_cells = 753 x edfxtp_1, 700 x nor2_1, 389 x xor2_1
synth_flops = 756
ff_type = edfxtp_1
synth-edff-count = 753
syn_avg_cell_area_um2 = 10.3
async_flop_share = 0
ys_cells = 4104
top_cell = edfxtp_1
yosysSeqAreaShare = 0.536
ys_area_mm2 = 0.0423
syn_area_mm2 = 0.0423
yosysTopAreaCell = edfxtp_1
yosys_warnings = 1
netlist.area_leader.share = 0.535
topCellsByArea = edfxtp_1 54%, xor2_1 8.1%, nor2_1 6.2%
syn_inst = 4104
synth.distinct_cells = 64

[grt]
grt_max_degree = 152
antenna_found_initial = 16
grt_pass1_wl_um = 238000
overflow = 0
grt_pass1_vias = 34000
grt_util_all_layers = 0.112

[detailed_routing]
drc = 0
first_pass_iters = 10
via_count = 35300
top_layer_used = met5
viasPerCell = 4.11
ant_nets = 0
drt_wl_total_um = 166000
wl_met2_um = 77000
drt_iter0_markers = 2912
wl_per_cell_um = 19.4
wl_met1_um = 68400
wl_met3_um = 14600

[clock_network]
post_cts_resized = 0
cts_setup_buffers = 0
numCtsBuffers = 94
cts_tree = done
postCtsHoldBufs = 0
h-tree-depth = 3
cts.reportedPaths.clkPinSlew_ns = 0.06
clockBufferDepth = 3
cts-root-buf = clkbuf_16
clock_latency_ns = 0.75
cts_sinks = 756

[worst_hold_path]
hold_end = tA[22]$_DFFE_PP_
min_path_type = reg2reg
min_delay_path_depth = 1
hp-start = tB[22]$_DFFE_PP_

[placed_design]
portBuffers = 880
gp_congestion = 0.930
place_hpwl_um = 128000

[outcome]
status = finished, final reports clean

[cells_and_area]
drive_gt1_frac = 0.0481
area_delta_synth_final_pct = 38.5
num-fill-cells = 27800

[power_and_ir_drop]
leakagePower_nw = 18.9
p_per_area_mw_per_mm2 = 150
vdd_drop_max_v = 0.000106

worst max-delay path by stage:
stage | slack [ns] | end
CTS | 5.63 | tB[10]$_DFFE_PP_
global route | 5.31 | tB[21]$_DFFE_PP_
finish | 5.47 | tB[22]$_DFFE_PP_
layer usage:
layer / GRT usage / vias up
met5: 0 / -
met3: 0.0365 / 216
met4: 0.0324 / 14
li1: - / 16600
met1: 0.147 / 17000
met2: 0.181 / 1383
metrics by stage:
step	power, mW	utilization	area, um^2	worst slack [ns]	cells
finish	8.79	0.221	58500	5.47	8583
global route	9.25	0.221	58500	5.31	8582
CTS	8.96	0.221	58500	5.63	8582
detailed placement	5.84	0.210	55600	4.84	8414
global placement	5.80	0.210	55600	4.81	8414
floorplan	4.72	-	42300	5.69	4104
power by group:
group	total (mW)	internal [mW]	switching, mW
sequential	3.95	3.61	0.332
clock	3.04	1.71	1.33
combinational	1.81	0.853	0.953
area by class of cell:
| type | instances | area, um^2 | share of cell area |
|---|---|---|---|
| inverter | 108 | 405 | 0.00693 |
| tap | 3533 | 4420 | 0.0755 |
| clock inverter | 56 | 531 | 0.00906 |
| clock buffer | 112 | 2440 | 0.0417 |
| sequential | 756 | 22700 | 0.387 |
| multi-input combinational | 3081 | 18800 | 0.322 |
| timing repair buffer | 936 | 9240 | 0.158 |
| antenna | 1 | 2.50 | 0.0000427 |
cell families (layout without fill, tap and decap cells):
group           count (synthesis)  after routing  share of synthesized area
flops                         756            756                      0.536
other cells                     0              1                          0
buf+inv                       267           1212                     0.0245
xor+xnor                      578            578                      0.120
simple gates                 1909           1909                      0.216
fa+ha+maj                      86             86                     0.0256
mux                             3              3                   0.000711
compound gates                505            505                     0.0765
placed cells by master, fill, tap and decap left out, drive strengths merged, types with 4 or more instances in the layout:
cell           instances
a211oi                 6
a21o                  25
a21oi                206
a221o                 50
a222oi                48
a31oi                  9
and2                  56
and3                 116
and4                  57
buf                   56
bufinv                 5
clkbuf               112
clkdlybuf4s50        880
clkinv                40
clkinvlp               5
edfxtp               753
ha                    85
inv                  114
nand2                353
nand2b                13
nand3                253
nand4                140
nor2                 700
nor2b                 27
nor3                  52
nor4                  14
o21ai                129
or2                    9
or3                  112
or4                    4
xnor2                189
xor2                 389
critical path, delay by kind of cell:
kind                   cells  cell delay (ns)
buffers and inverters      1             0.98
AOI/OAI and AO/OA          2             0.36
and+or+nand+nor            5             2.40
Power figures rest on the tool's default switching activity, not on a simulated workload.
